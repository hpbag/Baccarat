$ cat ./config.mk
export PLATFORM = sky130hd
export DESIGN_NAME = baccarat
export DESIGN_NICKNAME = baccarat
export VERILOG_FILES = /design/flow/design.v
export SDC_FILE = /design/flow/constraint.sdc
export NUM_CORES = 4
export LEC_CHECK = 1
export CORE_UTILIZATION = 50
$ cat ./run.sh
#!/bin/bash
# OpenROAD 26Q1-2900-gdf79404cd8, Yosys 0.63+post, stock flow scripts
make -C /OpenROAD-flow-scripts/flow DESIGN_CONFIG=/design/flow/config.mk WORK_HOME=/design/flow/orfs finish
$ cat ./constraint.sdc
current_design baccarat

set clk_period 9.2
set clk_io_pct 0.2

create_clock -name clk0 -period $clk_period [get_ports {CLOCK_50}]
create_clock -name clk1 -period $clk_period [get_ports {KEY}]

set non_clock_inputs [all_inputs -no_clocks]
set_input_delay [expr $clk_period * $clk_io_pct] -clock clk0 $non_clock_inputs
set_output_delay [expr $clk_period * $clk_io_pct] -clock clk0 [all_outputs]
$ cat ./design.v
module baccarat(input CLOCK_50, input[3:0] KEY, output[9:0] LEDR,
            output[6:0] HEX5, output[6:0] HEX4, output[6:0] HEX3,
            output[6:0] HEX2, output[6:0] HEX1, output[6:0] HEX0);
wire fast_clock, slow_clock, resetb;
wire load_pcard1, load_pcard2, load_pcard3;
wire load_dcard1, load_dcard2, load_dcard3;
wire [3:0] pscore, dscore;
wire [3:0] pcard3;
assign resetb = KEY[3];
assign slow_clock = KEY[0];
assign fast_clock = CLOCK_50;
datapath dp(.slow_clock(slow_clock),
            .fast_clock(fast_clock),
            .resetb(resetb),
            .load_pcard1(load_pcard1),
            .load_pcard2(load_pcard2),
            .load_pcard3(load_pcard3),
            .load_dcard1(load_dcard1),
            .load_dcard2(load_dcard2),
            .load_dcard3(load_dcard3),
            .dscore_out(dscore),
            .pscore_out(pscore),
            .pcard3_out(pcard3),
            .HEX5(HEX5),
            .HEX4(HEX4),
            .HEX3(HEX3),
            .HEX2(HEX2),
            .HEX1(HEX1),
            .HEX0(HEX0));
assign LEDR[3:0] = pscore;
assign LEDR[7:4] = dscore;
statemachine sm(.slow_clock(slow_clock),
                .resetb(resetb),
                .dscore(dscore),
                .pscore(pscore),
                .pcard3(pcard3),
                .load_pcard1(load_pcard1),
                .load_pcard2(load_pcard2),
                .load_pcard3(load_pcard3),						  
                .load_dcard1(load_dcard1),
                .load_dcard2(load_dcard2),
                .load_dcard3(load_dcard3),	
                .player_win_light(LEDR[8]), 
                .dealer_win_light(LEDR[9]));
endmodule
module card7seg(input [3:0] card, output[6:0] seg7);
	reg [6:0] HEX;
	always @(card)
		case(card)
		4'b0001: HEX = 7'b0001000;   
		4'b0010: HEX = 7'b0100100;   
		4'b0011: HEX = 7'b0110000;   
		4'b0100: HEX = 7'b0011001;   
		4'b0101: HEX = 7'b0010010;   
		4'b0110: HEX = 7'b0000010;   
		4'b0111: HEX = 7'b1111000;   
		4'b1000: HEX = 7'b0000000;   
		4'b1001: HEX = 7'b0010000;   
		4'b1010: HEX = 7'b1000000;   
		4'b1011: HEX = 7'b1100001;   
		4'b1100: HEX = 7'b0011000;   
		4'b1101: HEX = 7'b0001001;   
		default: HEX = 7'b1111111;
		endcase
	assign seg7 = HEX;  
endmodule
module datapath(input slow_clock, input fast_clock, input resetb,
                input load_pcard1, input load_pcard2, input load_pcard3,
                input load_dcard1, input load_dcard2, input load_dcard3,
                output [3:0] pcard3_out,
                output [3:0] pscore_out, output [3:0] dscore_out,
                output[6:0] HEX5, output[6:0] HEX4, output[6:0] HEX3,
                output[6:0] HEX2, output[6:0] HEX1, output[6:0] HEX0);
	wire [3:0] new_card, p_card1, p_card2, p_card3, d_card1, d_card2, d_card3;
	dealcard carddealer (.clock(fast_clock), .resetb(resetb), .new_card(new_card));
	reg4 Pcard1 (.in_card(new_card), .enable(load_pcard1), .reset(resetb), .step_clock(slow_clock), .out_card(p_card1));
	reg4 Pcard2 (.in_card(new_card), .enable(load_pcard2), .reset(resetb), .step_clock(slow_clock), .out_card(p_card2));
	reg4 Pcard3 (.in_card(new_card), .enable(load_pcard3), .reset(resetb), .step_clock(slow_clock), .out_card(p_card3));
	reg4 Dcard1 (.in_card(new_card), .enable(load_dcard1), .reset(resetb), .step_clock(slow_clock), .out_card(d_card1));
	reg4 Dcard2 (.in_card(new_card), .enable(load_dcard2), .reset(resetb), .step_clock(slow_clock), .out_card(d_card2));
	reg4 Dcard3 (.in_card(new_card), .enable(load_dcard3), .reset(resetb), .step_clock(slow_clock), .out_card(d_card3));
	card7seg displayhex0 (.card(p_card1), .seg7(HEX0));
	card7seg displayhex1 (.card(p_card2), .seg7(HEX1));
	card7seg displayhex2 (.card(p_card3), .seg7(HEX2));
	card7seg displayhex3 (.card(d_card1), .seg7(HEX3));
	card7seg displayhex4 (.card(d_card2), .seg7(HEX4));
	card7seg displayhex5 (.card(d_card3), .seg7(HEX5));
	scorehand player_score (.card1(p_card1), .card2(p_card2), .card3(p_card3), .total(pscore_out));
	scorehand dealer_score (.card1(d_card1), .card2(d_card2), .card3(d_card3), .total(dscore_out));
	assign pcard3_out = p_card3;
endmodule
module reg4(step_clock, enable, in_card, out_card, reset); 
  input step_clock, enable, reset; 
  input [3:0] in_card; 
  output reg [3:0] out_card; 
  wire [3:0] next_out; 
  assign next_out = enable ? in_card : out_card; 
  always @(posedge step_clock) 
    case(reset)
			1'b0: out_card <= 4'b0000;
			1'b1: out_card <= next_out;
	endcase 
endmodule 
module dealcard(input clock, input resetb, output [3:0] new_card);
reg [3:0] dealer_card;
always_ff @(posedge clock, negedge resetb)
  if (resetb == 0)
     dealer_card <= 1;  
  else
     if (dealer_card == 13)
	     dealer_card = 1;
	  else 
	     dealer_card++;
assign new_card = dealer_card;
endmodule
module scorehand(input [3:0] card1, input [3:0] card2, input [3:0] card3, output [3:0] total);
	reg [3:0] temp1, temp2, temp3;
	wire [6:0] tempcard1, tempcard2, tempcard3;
	always@(card1)
		case(card1)
			4'b1010, 4'b1011, 4'b1100, 4'b1101, 4'b1110, 4'b1111: temp1 = 4'b0000;   
			default: temp1 = card1;
		endcase
	assign tempcard1 = temp1;
	always@(card2)
		case(card2)
			4'b1010, 4'b1011, 4'b1100, 4'b1101, 4'b1110, 4'b1111: temp2 = 4'b0000;   
			default: temp2 = card2;
		endcase
	assign tempcard2 = temp2;
	always@(card3)
		case(card3)
			4'b1010, 4'b1011, 4'b1100, 4'b1101, 4'b1110, 4'b1111: temp3 = 4'b0000;   
			default: temp3 = card3;
		endcase
	assign tempcard3 = temp3;
	assign total = (tempcard1 + tempcard2 + tempcard3) %10;
endmodule
module statemachine(input slow_clock, input resetb,
                    input [3:0] dscore, input [3:0] pscore, input [3:0] pcard3,
                    output load_pcard1, output load_pcard2,output load_pcard3,
                    output load_dcard1, output load_dcard2, output load_dcard3,
                    output player_win_light, output dealer_win_light);
	reg rload_pcard1, rload_pcard2, rload_pcard3, rload_dcard1, rload_dcard2, rload_dcard3, rplayer_win_light, rdealer_win_light;
	reg [3:0] present_state, next_state;
	assign load_pcard1 = rload_pcard1;
	assign load_pcard2 = rload_pcard2;
	assign load_pcard3 = rload_pcard3;
	assign load_dcard1 = rload_dcard1;
	assign load_dcard2 = rload_dcard2;
	assign load_dcard3 = rload_dcard3;
	assign player_win_light = rplayer_win_light;
	assign dealer_win_light = rdealer_win_light;
	always@ (posedge slow_clock) begin
		if (~resetb) begin
			present_state = 4'b0000;
			next_state = 4'b0000;
			rload_pcard1 = 1'b0;
			rload_pcard2 = 1'b0;
			rload_pcard3 = 1'b0;
			rload_dcard1 = 1'b0;
			rload_dcard2 = 1'b0;
			rload_dcard3 = 1'b0;
			rplayer_win_light = 1'b0;
			rdealer_win_light = 1'b0;
		end else begin
			case(present_state)
				4'b0000: next_state = 4'b0001;
				4'b0001: next_state = 4'b0010;
				4'b0010: next_state = 4'b0011;
				4'b0011: next_state = 4'b0100;
				4'b0100: next_state = 4'b1100;
				4'b1100:
						if (dscore == 4'b1000 || dscore == 4'b1001 || pscore == 4'b1000 || pscore == 4'b1001)
							next_state = 4'b0101;
						else if (pscore == 4'b0000 || pscore == 4'b0001 || pscore == 4'b0010 || pscore == 4'b0011 || pscore == 4'b0100 || pscore == 4'b0101)
							next_state  = 4'b0110;
						else if (dscore == 4'b0110 || dscore == 4'b0111 )
							next_state = 4'b0101;
						else next_state = 4'b1000;
				4'b0110: 
						if(dscore == 4'b0111)
							next_state = 4'b0101;
						else if (dscore == 4'b0000 || dscore == 4'b0001 || dscore == 4'b0010)
							next_state = 4'b1000;
						else next_state = 4'b0111;
				4'b0111:
						if(dscore == 4'b0110 && (pcard3 == 4'b0110 || pcard3 == 4'b0111))
							next_state = 4'b1000;
						else if (dscore == 4'b0101 && (pcard3 == 4'b0100 || pcard3 == 4'b0101 || pcard3 == 4'b0110 || pcard3 == 4'b0111))
							next_state = 4'b1000;
						else if (dscore == 4'b0100 && (pcard3 == 4'b0010 || pcard3 == 4'b0011 || pcard3 == 4'b0100 || pcard3 == 4'b0101 || pcard3 == 4'b0110 || pcard3 == 4'b0111))
							next_state = 4'b1000;
						else if (dscore == 4'b0011 && (pcard3 != 4'b1000))
							next_state = 4'b1000;
						else next_state = 4'b0101;
				4'b1000: next_state = 4'b0101;
				4'b0101: 
						if (pscore > dscore) 
							next_state = 4'b1001;
						else if (dscore > pscore)
							next_state = 4'b1010;
						else next_state = 4'b1011;
				4'b1001: next_state = 4'b1001;
				4'b1010: next_state = 4'b1010;
				4'b1011: next_state = 4'b1011;
			endcase
			present_state = next_state;
			case(present_state)
				4'b0000: begin
					rload_pcard1 = 1'b0;
					rload_pcard2 = 1'b0;
					rload_pcard3 = 1'b0;
					rload_dcard1 = 1'b0;
					rload_dcard2 = 1'b0;
					rload_dcard3 = 1'b0;
					rplayer_win_light = 1'b0;
					rdealer_win_light = 1'b0; end
				4'b0001: begin
					rload_pcard1 = 1'b1; 
					rload_pcard2 = 1'b0;
					rload_pcard3 = 1'b0;
					rload_dcard1 = 1'b0;
					rload_dcard2 = 1'b0;
					rload_dcard3 = 1'b0;
					rplayer_win_light = 1'b0;
					rdealer_win_light = 1'b0; end
				4'b0010: begin
					rload_pcard1 = 1'b0;
					rload_pcard2 = 1'b0;
					rload_pcard3 = 1'b0;
					rload_dcard1 = 1'b1;
					rload_dcard2 = 1'b0;
					rload_dcard3 = 1'b0;
					rplayer_win_light = 1'b0;
					rdealer_win_light = 1'b0; end
				4'b0011: begin
					rload_pcard1 = 1'b0;
					rload_pcard2 = 1'b1;
					rload_pcard3 = 1'b0;
					rload_dcard1 = 1'b0;
					rload_dcard2 = 1'b0;
					rload_dcard3 = 1'b0;
					rplayer_win_light = 1'b0;
					rdealer_win_light = 1'b0; end
				4'b0100: begin
					rload_pcard1 = 1'b0;
					rload_pcard2 = 1'b0;
					rload_pcard3 = 1'b0;
					rload_dcard1 = 1'b0;
					rload_dcard2 = 1'b1;
					rload_dcard3 = 1'b0;
					rplayer_win_light = 1'b0;
					rdealer_win_light = 1'b0; end
				4'b1100: begin
					rload_pcard1 = 1'b0;
					rload_pcard2 = 1'b0;
					rload_pcard3 = 1'b0;
					rload_dcard1 = 1'b0;
					rload_dcard2 = 1'b0;
					rload_dcard3 = 1'b0;
					rplayer_win_light = 1'b0;
					rdealer_win_light = 1'b0; end
				4'b0101: begin
					rload_pcard1 = 1'b0;
					rload_pcard2 = 1'b0;
					rload_pcard3 = 1'b0;
					rload_dcard1 = 1'b0;
					rload_dcard2 = 1'b0;
					rload_dcard3 = 1'b0;
					rplayer_win_light = 1'b0;
					rdealer_win_light = 1'b0; end
				4'b0110: begin
					rload_pcard1 = 1'b0;
					rload_pcard2 = 1'b0;
					rload_pcard3 = 1'b1;
					rload_dcard1 = 1'b0;
					rload_dcard2 = 1'b0;
					rload_dcard3 = 1'b0;
					rplayer_win_light = 1'b0;
					rdealer_win_light = 1'b0; end
				4'b0111: begin
					rload_pcard1 = 1'b0;
					rload_pcard2 = 1'b0;
					rload_pcard3 = 1'b0;
					rload_dcard1 = 1'b0;
					rload_dcard2 = 1'b0;
					rload_dcard3 = 1'b0;
					rplayer_win_light = 1'b0;
					rdealer_win_light = 1'b0; end 
				4'b1000: begin
					rload_pcard1 = 1'b0;
					rload_pcard2 = 1'b0;
					rload_pcard3 = 1'b0;
					rload_dcard1 = 1'b0;
					rload_dcard2 = 1'b0;
					rload_dcard3 = 1'b1;
					rplayer_win_light = 1'b0;
					rdealer_win_light = 1'b0; end
				4'b1001: begin
					rload_pcard1 = 1'b0;
					rload_pcard2 = 1'b0;
					rload_pcard3 = 1'b0;
					rload_dcard1 = 1'b0;
					rload_dcard2 = 1'b0;
					rload_dcard3 = 1'b0;
					rplayer_win_light = 1'b1;
					rdealer_win_light = 1'b0; end 
				4'b1010: begin
					rload_pcard1 = 1'b0;
					rload_pcard2 = 1'b0;
					rload_pcard3 = 1'b0;
					rload_dcard1 = 1'b0;
					rload_dcard2 = 1'b0;
					rload_dcard3 = 1'b0;
					rplayer_win_light = 1'b0;
					rdealer_win_light = 1'b1; end
				4'b1011: begin
					rload_pcard1 = 1'b0;
					rload_pcard2 = 1'b0;
					rload_pcard3 = 1'b0;
					rload_dcard1 = 1'b0;
					rload_dcard2 = 1'b0;
					rload_dcard3 = 1'b0;
					rplayer_win_light = 1'b1;
					rdealer_win_light = 1'b1; end
            endcase
	 end
  end 
endmodule
==> impl.org <==
* Flow results

** Run status
- The flow did not finish.
- The flow halted during clock tree synthesis.
- First error message :: [ERROR DPL-0036] Detailed placement failed.

** Floorplanning
- The share of the core area taken by cells at floorplan is 0.5201.
- Per the OpenROAD floorplan log, the width of the die is 117.3 µm.
- According to the floorplan report, the die height is 117.3 µm.
- The initialized floorplan defines 41 standard-cell rows.
- Num ports :: 57

** Yosys
- During synthesis, Yosys emitted a total of 5 warnings.
- Max-area cell share :: 0.2019
- Top post-synthesis cells by count :: 67 x sky130_fd_sc_hd__dfxtp_1, 61 x sky130_fd_sc_hd__ha_1, 61 x sky130_fd_sc_hd__nand2_1, 61 x sky130_fd_sc_hd__nor2_1, 54 x sky130_fd_sc_hd__inv_1
- Yosys synthesis chip area :: 6644 µm²
- The cell area that synthesis handed to floorplanning was 6644 µm².
- Dominant cells by area after synthesis :: sky130_fd_sc_hd__dfxtp_1 20%, sky130_fd_sc_hd__ha_1 11%, sky130_fd_sc_hd__edfxtp_1 11%
- The post-synth count of flops with an enable pin is 24.
- Yosys mapped the design onto 83 distinct sky130hd cell types.
- Synth Instances :: 748
- Seq share, synth :: 0.3256
- Each instance of the synthesized netlist takes up on average 8.882 µm².
- Leading cell type by number of instances after synthesis :: sky130_fd_sc_hd__dfxtp_1
- Of all cell types, the one taking the most synthesized area is sky130_fd_sc_hd__dfxtp_1.
- Looking at the cell usage after synthesis, the top flip-flop cell is sky130_fd_sc_hd__dfxtp_1.
- Count of state elements after synthesis :: 95
- Yosys Instances :: 748
- In the synthesized netlist the async set-or-reset flop fraction comes to 0.04211.

** Placed design
- RePlAce ended its routability-driven mode at a weighted congestion of 0.8638.
- As logged by OpenROAD, the buffers inserted on ports number 52.
- The wire-length estimate of the detail-placed layout is 10.59 mm.
- The number of placed instances, taps included, is 940.
- Once placement finished, the instance area stood at 7227 µm².
kinds of logic after synthesis:
| kind of cell | share of synthesized area |
|---|---|
| muxes | 0.07872 |
| DFF | 0.3256 |
| buffers and inverters | 0.05461 |
| and+or+nand+nor | 0.2058 |
| adders and majority gates | 0.1284 |
| AOI/OAI and AO/OA | 0.1876 |
| xor gates and xnor gates | 0.01921 |
through the flow:
step                      hold WS (ns)  utilization  setup WS (ns)  power (mW)
after floorplan                -0.2956            -          2.261       1.453
after global placement         -0.2956       0.5658          1.682       1.376
after detailed placement       -0.2956       0.5658          1.467       1.376
Power and IR drop assume default switching activity.
